$ cat flow/config.mk
export PLATFORM = sky130hd
export DESIGN_NAME = Clock
export DESIGN_NICKNAME = Clock
export VERILOG_FILES = /design/flow/design.v
export SDC_FILE = /design/flow/constraint.sdc
export NUM_CORES = 4
export LEC_CHECK = 1
export CORE_UTILIZATION = 30
$ cat flow/constraint.sdc
current_design Clock

set clk_period 6.5
set clk_io_pct 0.2

create_clock -name clk0 -period $clk_period [get_ports {CLK}]

set non_clock_inputs [all_inputs -no_clocks]
set_input_delay [expr $clk_period * $clk_io_pct] -clock clk0 $non_clock_inputs
set_output_delay [expr $clk_period * $clk_io_pct] -clock clk0 [all_outputs]
$ cat flow/design.v
`timescale 1ns / 1ps
module Adjust(CLK, RST, ButtonMode, ButtonDigit, ButtonValue, Editing, Digit, IncrementDigit);
	input CLK, RST;
	input ButtonMode; 
	input ButtonDigit;
	input ButtonValue;
	output reg Editing;
	output reg[2:0] Digit;
	output wire IncrementDigit;
	wire ButtonModePressed, ButtonDigitPressed, ButtonValuePressed;
	ButtonHandler B1(.CLK(CLK), .Button(ButtonMode), .Pulse(ButtonModePressed));
	ButtonHandler B2(.CLK(CLK), .Button(ButtonDigit), .Pulse(ButtonDigitPressed));																		   
	ButtonHandler B3(.CLK(CLK), .Button(ButtonValue), .Pulse(IncrementDigit));
	always @ (posedge CLK or posedge RST) begin
		if(RST) begin
			Editing <= 1'b0;
			Digit <= 3'b001;
		end else begin
			if(ButtonModePressed) begin
				Editing <= ~Editing;
				Digit <= 3'b001;
			end
			if(ButtonDigitPressed) begin
				Digit <= {Digit[1:0], Digit[2]};
			end
		end
	end
endmodule
module ButtonHandler(CLK, Button, Pulse);
	input CLK;
	input Button;
	output Pulse;
	reg SyncPress;
	reg Latch;
	reg[17:0] Count;
	wire Max;
	assign Max = &Count;
	always @ (posedge CLK) begin
		SyncPress <= Button;
	end
	always @ (posedge CLK) begin
		if(~SyncPress) begin
			Latch <= 1'b0;
		end else begin
			if(Pulse) begin
				Latch <= 1'b1;
			end else begin
				Latch <= Latch;
			end
		end
	end
	always @ (posedge CLK) begin
		if(~SyncPress) begin
			Count <= 0;
		end else begin
			Count <= Count + 1'b1;
		end
	end
	assign Pulse = ~Latch & SyncPress & Max;
endmodule
`timescale 1ns/1ps
module Clock(CLK, RST, ButtonMode, ButtonDigit, ButtonValue, DigitEnable, DigitValue);
	input CLK;
	input RST;
	input ButtonMode, ButtonDigit, ButtonValue;
	output[5:0] DigitEnable;
	output[6:0] DigitValue;
	wire SecondTick;
	wire MinuteTick;
	wire HourTick;
	wire[3:0] SecMSD, SecLSD, MinMSD, MinLSD, HourMSD, HourLSD;
	wire[2:0] ActiveDigit;
	wire IncrementDigit;
	wire GlobalPause;
	wire[2:0] EnableEdit;
	SecondTick T1(	.CLK(CLK),
					.RST(RST),
					.Tick(SecondTick));
	Adjust A1(	.CLK(CLK),
				.RST(RST),
				.ButtonMode(ButtonMode),
				.ButtonDigit(ButtonDigit),
				.ButtonValue(ButtonValue),
				.Editing(GlobalPause),
				.Digit(ActiveDigit),
				.IncrementDigit(IncrementDigit));
	SecondsMinutesDigits S1(	.CLK(CLK),
								.RST(RST),
								.InTick(SecondTick & ~GlobalPause),
								.EditEnable(ActiveDigit[0] & GlobalPause),
								.Increment(IncrementDigit),
								.OutTick(MinuteTick),
								.MSD(SecMSD),
								.LSD(SecLSD));
	SecondsMinutesDigits S2(	.CLK(CLK),
								.RST(RST),
								.InTick(MinuteTick & ~GlobalPause),
								.EditEnable(ActiveDigit[1] & GlobalPause),
								.Increment(IncrementDigit),
								.OutTick(HourTick),
								.MSD(MinMSD),
								.LSD(MinLSD));
	HoursDigits H1(	.CLK(CLK),
					.RST(RST),
					.InTick(HourTick & ~GlobalPause),
					.EditEnable(ActiveDigit[2] & GlobalPause),
					.Increment(IncrementDigit),
					.MSD(HourMSD),
					.LSD(HourLSD));
	SevenSegmentDriver S3(	.CLK(CLK),
							.RST(RST),
							.HourMSD(HourMSD),
							.HourLSD(HourLSD),
							.MinMSD(MinMSD),
							.MinLSD(MinLSD),
							.SecMSD(SecMSD),
							.SecLSD(SecLSD),
							.DigitEnable(DigitEnable),
							.DigitValue(DigitValue));
endmodule
`timescale 1ns/1ps
module HoursDigits(CLK, RST, InTick, EditEnable, Increment, MSD, LSD);
	input CLK;
	input RST;
	input InTick;
	input EditEnable;
	input Increment;
	output reg[3:0] MSD;
	output reg[3:0] LSD;
	always @ (posedge CLK or posedge RST) begin
		if(RST) begin
			MSD <= 4'b0000;
			LSD <= 4'b0000;
		end else if(InTick || (EditEnable && Increment)) begin
			LSD <= LSD + 1'b1;
			if(MSD == 4'b0010 && LSD == 4'b0011) begin
				MSD <= 4'b0000;
				LSD <= 4'b0000;
			end
			if(LSD == 4'b1001) begin
				LSD <= 4'b0000;
				MSD <= MSD + 1'b1;
			end
		end else begin
		end
	end
endmodule
`timescale 1ns/1ps
module SecondTick(CLK, RST, Tick);
	input CLK;
	input RST;
	output reg Tick;
	parameter CLOCKSPEED = 100000000;
	reg[26:0] Counter;
	always @ (posedge CLK or posedge RST) begin
		if(RST) begin
			Tick <= 1'b0;
			Counter <= 27'd0;
		end else begin
			Counter <= Counter + 1;
			if(Counter == CLOCKSPEED) begin
				Tick <= 1'b1;
				Counter <= 27'd0;
			end else begin
				Tick <= 1'b0;
			end
		end
	end
endmodule
`timescale 1ns/1ps
module SecondsMinutesDigits(CLK, RST, InTick, EditEnable, Increment, OutTick, MSD, LSD);
	input CLK;
	input RST;
	input InTick;
	input EditEnable;
	input Increment;
	output reg OutTick;
	output reg[3:0] MSD;
	output reg[3:0] LSD;
	always @ (posedge CLK or posedge RST) begin
		if(RST) begin
			OutTick <= 1'b0;
			MSD <= 4'b0000;
			LSD <= 4'b0000;
		end else if(InTick || (EditEnable && Increment)) begin
			LSD <= LSD + 1'b1;
			if(LSD == 4'b1001) begin
				LSD <= 4'b0000;
				MSD <= MSD + 1'b1;
				if(MSD == 4'b0101) begin
					LSD <= 4'b0000;
					MSD <= 4'b0000;
					OutTick <= 1'b1;
				end
			end
		end else begin
			OutTick <= 1'b0;
		end
	end
endmodule
module SevenSegmentDriver(CLK, RST, HourMSD, HourLSD, MinMSD, MinLSD, SecMSD, SecLSD, DigitEnable, DigitValue);
	input CLK;
	input RST;
	input[3:0] HourMSD, HourLSD, MinMSD, MinLSD, SecMSD, SecLSD;
	output reg[5:0] DigitEnable;
	output[6:0] DigitValue;
	wire Pulse;
	reg[3:0] BCDValue;
	Pulse333Hz P1(.CLK(CLK), .RST(RST), .PulseOut(Pulse));
	SevenSegmentROM S1(.Address(BCDValue), .Data(DigitValue));
	reg[2:0] Count;
	always @ (posedge CLK or posedge RST) begin
		if(RST) begin
			Count <= 3'b000;
		end else begin
			if(Pulse) begin
				Count <= Count + 1'b1;
				if(Count == 3'b101) begin
					Count <= 3'b000;
				end
			end
		end
	end
	always @ (Count or SecLSD or SecMSD or MinLSD or MinMSD or HourLSD or HourMSD) begin
		case(Count)
			3'b000: begin DigitEnable = 6'b000001; BCDValue = SecLSD; end
			3'b001: begin DigitEnable = 6'b000010; BCDValue = SecMSD; end
			3'b010: begin DigitEnable = 6'b000100; BCDValue = MinLSD; end
			3'b011: begin DigitEnable = 6'b001000; BCDValue = MinMSD; end
			3'b100: begin DigitEnable = 6'b010000; BCDValue = HourLSD; end
			3'b101: begin DigitEnable = 6'b100000; BCDValue = HourMSD; end
			3'b110: begin DigitEnable = 6'b000000; BCDValue = SecLSD; end
			3'b111: begin DigitEnable = 6'b000000; BCDValue = SecLSD; end
		endcase
	end
endmodule
module Pulse333Hz(CLK, RST, PulseOut);
	input CLK;
	input RST;
	output reg PulseOut;
	reg[18:0] Count;
	always @ (posedge CLK or posedge RST) begin
		if(RST) begin
			Count <= 18'd0;
			PulseOut <= 1'b0;
		end else begin
			Count <= Count + 1'b1;
			if(Count == 30000) begin
				Count <= 18'd0;
				PulseOut <= 1'b1;
			end else begin
				PulseOut <= 1'b0;
			end
		end
	end
endmodule
module SevenSegmentROM(Address, Data);
	input[3:0] Address;
	output reg [6:0] Data;
	always @ (Address) begin
		case(Address)
			4'b0000: Data = 7'b0000001;
			4'b0001: Data = 7'b1001111;
			4'b0010: Data = 7'b0010010;
			4'b0011: Data = 7'b0000110;
			4'b0100: Data = 7'b1001100;
			4'b0101: Data = 7'b0100100;
			4'b0110: Data = 7'b0100000;
			4'b0111: Data = 7'b0001111;
			4'b1000: Data = 7'b0000000;
			4'b1001: Data = 7'b0000100;
			default: Data = 7'b1111111;
		endcase
	end
endmodule
$ cat flow/run.sh
#!/bin/bash
# OpenROAD 26Q1-2900-gdf79404cd8, Yosys 0.63+post, stock flow scripts
make -C /OpenROAD-flow-scripts/flow DESIGN_CONFIG=/design/flow/config.mk WORK_HOME=/design/flow/orfs finish
==> flow_summary.toml <==
# flow metrics
[pwr]
powerDensity_nw_per_um2 = 227.4
irDropWorstVdd_mv = 0.1686
power.leakage_uw = 0.003338

[worst_setup_path]
path_max_fanout = 16
worstSetupPathType = "register to output pin"
crit_arrival_ns = 3.72
rr_worst_depth = 5
end_kind = "output pin"
reg2reg_slack_ns = 4.39
r2r_start = "A1.B3.SyncPress"
setup.worst_path.start_class = "register"
reg2reg_to = "H1.LSD[1]"
crit_required_ns = 5.20

[yosys]
ys_types = 68
synth_top_area_share_pct = 28.67
synth_seq_share_pct = 46.25
yosysTopAreaCell = "dfrtp_1"
async_flop_share_pct = 57.45
ys_seq_elements = 141
synth_stat.cells = 701
yosys_area_sq_um = 6982
synth-edff-count = 0
top_cell = "dfrtp_1"
syn_area_sq_um = 6982
synthFlopType = "dfrtp_1"
synth.avg_cell_area_sq_um = 9.960
synthCells = 701
synthTopCellsByArea = "dfrtp_1 (29%), dfxtp_1 (17%), xnor2_1 (7.2%), xor2_1 (5.3%), and2_1 (4.3%)"
synthTopCellsByCount = "dfrtp_1 (80), dfxtp_1 (60), xnor2_1 (57)"
yosys_warnings = 8

[worst_hold_path]
hp-start = "A1.B1.Latch"
holdPathStages = 2
hold_class = "register to register"
min_to = "A1.B1.Latch"

[place]
gp_congestion = 0.8317
portBuffers = 17
hpwl_mm = 7.949

[sta]
skew_ns = 0.006728
tightest_slew_ns = 0.6718
hold_viol = 0
layout_min_cycle_time_ns = 5.017
rsz0062_at_grt = "false"
min_period_over_period_pct = 77.18
finalSetupTns_ns = 0
setup_viol = 0
fmax_mhz = 199.3
relSlewSlack_pct = 54.80
maxSlewViolCount = 0
hold_ws_ns = 0.4473

[global_routing]
grt_use_total_pct = 10.70
grt_overflow = 0
antenna_found_initial = 0
grt_max_degree = 47
grt_pass1_wl_mm = 20.91
grt_pass1_vias = 4484

[die]
dieArea_sq_um = 23890
num_rows = 55
io_pins = 18
core_area_sq_um = 22710
die-width_um = 154.6
die_y_um = 154.6
fp_util_pct = 30.74

[drt]
vias_per_cell = 4.676
drc = 0
wl_per_cell_um = 11.66
top_layer = "met4"
dr.pass1.iters = 4
vias = 4774
wl_met1_mm = 6.287
drt_iter0_drc = 271
wl_met3_um = 306
dr_wl_met2_mm = 5.207
postRouteWirelength_mm = 11.90
ant_nets = 0
antenna_cells = 0

[clocking]
cts_tree = "done"
postCtsHoldBufs = 0
numCtsBuffers = 17
cts-resized-gates = 0
cts_buffer_depth = 2
clock_sinks = 141
htreeDepth = 4
clkTransAtPathRegs_ns = 0.06
clockRootBuffer = "clkbuf_16"
clk_latency_ns = 0.41
postCtsSetupBuffers = 0

[flow_run]
warnings = 34
max_cap_viol_count = 0

[layout]
area_delta_synth_final_pct = 14.93
drive_above_1_share_pct = 8.424

[run_status]
status = "finished clean"
routing by layer:
| metal | vias up | track usage, % |
|---|---|---|
| met5 | - | 0 |
| met2 | 31 | 16.10 |
| met1 | 2251 | 16.82 |
| li1 | 2484 | - |
| met3 | 8 | 2.083 |
| met4 | 0 | 1.084 |
layout make-up:
cell class,count,area (sq um)
Fill cell,2225,14690
Multi-Input combinational cell,518,3580
Sequential cell,141,3229
Clock buffer,22,475.5
Tap cell,285,356.6
Timing Repair Buffer,22,207.7
Inverter,24,91.34
Clock inverter,9,83.83
worst max path at each step:
stage	from	endpoint	slack, ns	depth (start not counted)
4_1_cts	S3.Count[0]	DigitValue[2]	1.48	10
5_1_grt	S3.Count[0]	DigitValue[2]	1.17	10
6_report	S3.Count[0]	DigitValue[2]	1.48	10
registers in the layout, summed over array words and instances (netlist names), 3 cells and up:
register	count
S2.LSD	4
S1.MSD	4
A1.B3.Count	18
S1.LSD	4
S2.MSD	4
T1.Counter	27
S3.P1.Count	19
H1.LSD	4
A1.B2.Count	18
A1.B1.Count	18
H1.MSD	4
A1.Digit	3
S3.Count	3
worst max-delay path: stages, from the launching register on:
cell and delay [ns]:
dfrtp_1 0.65, and2_1 0.25, ha_1 0.35, nor2b_1 0.09
o311ai_1 0.37, nand3b_1 0.18, and3_1 0.28, ha_1 0.22
mux2_1 0.29, a21oi_1 0.15, clkdlybuf4s50_1 0.47
cell usage in the layout, fill, tap and decap left out, types with 5 or more instances in the layout:
master	instances
inv_1	23
a21boi_0	5
nand3_1	48
xor2_1	42
nor2b_1	22
mux2_2	9
xnor2_1	57
nand3b_1	6
and4_1	9
and3_1	15
nand2_1	44
nor4_1	9
dfxtp_1	60
o21ai_0	15
buf_4	5
a21oi_1	9
and2_1	48
or3_1	8
clkdlybuf4s50_1	17
clkbuf_16	18
dfrtp_1	80
nand4_1	23
nand2b_1	9
nor3_1	15
nor2_1	44
ha_1	18
logic make-up after synthesis:
kind of cell | Yosys count | synth area share (%)
fa+ha+maj | 18 | 3.226
xor+xnor | 99 | 12.42
mux | 15 | 2.401
flops | 141 | 46.25
buf+inv | 42 | 2.473
compound gates | 64 | 6.541
simple gates | 322 | 26.68
power by group:
part,internal [uW],switching [uW]
Combinational,8.22,12.5
Clock,558,359
Sequential,878,8.53
per-stage QoR:
stage	instances	worst slack (ns)	area [sq um]	util (%)	power, uW
floorplan	701	2.676	6982	-	916.2
CTS	1021	1.479	8024	35.33	1855
global route	1021	1.175	8024	35.33	1905
detailed placement	990	1.936	7465	32.87	925.5
finish	1021	1.483	8024	35.33	1824
global placement	990	1.996	7465	32.87	925.3
Power figures rest on the tool's default switching activity, not on a simulated workload.
